==> flow/design.v <==
module user_logic #(
    parameter DATA_WIDTH = 256,
    parameter BAR0_SIZE  = 16
)(
    input wire                          user_clk,
    input wire                          user_reset_p,  
    input wire                          cq_valid,
    input wire [3:0]                    cq_type,
    input wire [BAR0_SIZE-1:0]          cq_reg_addr,
    input wire [63:0]                   cq_payload,
    input wire [2:0]                    cq_bar_id,
    input wire [15:0]                   cq_requester_id,
    input wire [7:0]                    cq_tag,
    input wire [2:0]                    cq_tc,
    input wire [6:0]                    cq_lower_addr,
    input wire [10:0]                   cq_payload_dw_count,
    input wire                          cq_last,
    input wire                          cc_ready,
    output reg                          cc_valid,
    output reg[15:0]                    cc_requester_id,
    output reg[7:0]                     cc_tag,
    output reg[2:0]                     cc_tc,
    output reg[6:0]                     cc_lower_addr,
    output reg[10:0]                    cc_dword_count,
    output reg[2:0]                     cc_status,
    output reg[DATA_WIDTH/2-1:0]        cc_payload,
    output reg                          cc_last,
    input wire                          rq_ready,
    output reg                          rq_valid,
    output reg[3:0]                     rq_type,
    output reg                          rq_payload_sop,
    output reg                          rq_payload_last,         
    output reg[63:0]                    rq_addr,
    output reg[10:0]                    rq_payload_dw_count,  
    output reg[7:0]                     rq_tag,
    output reg[2:0]                     rq_tc,
    output reg[255:0]                   rq_payload,
    input  wire  [11:0]                 rc_lower_addr,
    input  wire  [3:0]                  rc_err_code,
    input  wire  [12:0]                 rc_payload_byte_count,
    input  wire                         rc_request_completed,
    input  wire  [15:0]                 rc_requester_id,
    input  wire  [7:0]                  rc_tag,
    input  wire                         rc_valid,                
    input  wire                         rc_payload_last,          
    input  wire [255:0]                 rc_payload,              
    input  wire [DATA_WIDTH / 32-1:0]   rc_payload_dw_keep,          
    input  wire                         rc_posioned,
    input  wire [12:0]                  rc_payload_dw_count,
    input wire [2:0]                    cfg_max_payload,
    input wire [2:0]                    cfg_max_read_req,
    input wire [15:0]                   pcie_requester_id
);
    localparam [BAR0_SIZE-1:0] REG_SCRATCH      = 16'h00;
    localparam [BAR0_SIZE-1:0] REG_ID           = 16'h04;
    localparam [BAR0_SIZE-1:0] REG_INT_CTRL     = 16'h08;
    localparam [BAR0_SIZE-1:0] REG_STATUS       = 16'h0C;
    localparam [BAR0_SIZE-1:0] REG_DMA_ADDR     = 16'h10;   
    localparam [BAR0_SIZE-1:0] REG_DMA_CTRL     = 16'h18;
    localparam [BAR0_SIZE-1:0] REG_DMA_STATUS   = 16'h1C;
    localparam [BAR0_SIZE-1:0] REG_RT_SRC_ADDR  = 16'h20;
    localparam [BAR0_SIZE-1:0] REG_RT_DST_ADDR  = 16'h28;
    localparam [BAR0_SIZE-1:0] REG_RT_CTRL      = 16'h30;
    localparam [BAR0_SIZE-1:0] REG_RT_STATUS    = 16'h34;
    localparam [3:0] TYPE_READ = 4'b0000;
    localparam [3:0] TYPE_WRITE= 4'b0001;
    reg [63:0] cq_val_REG_SCRATCH      ;
    reg [63:0] cq_val_REG_ID           ;
    reg [63:0] cq_val_REG_INT_CTRL     ;
    reg [63:0] cq_val_REG_STATUS       ;
    reg [63:0] cq_val_REG_DMA_ADDR     ;
    reg [63:0] cq_val_REG_DMA_CTRL     ;
    reg [63:0] cq_val_REG_DMA_STATUS   ;
    reg [63:0] cq_val_REG_RT_SRC_ADDR  ;
    reg [63:0] cq_val_REG_RT_DST_ADDR  ;
    reg [63:0] cq_val_REG_RT_CTRL      ;
    reg [63:0] in_val_REG_RT_STATUS    ;
    reg [255:0] small_buffer            ;
    reg [7:0]   small_buffer_dw_keep  ;
    reg [12:0]  small_byte_count ;
    reg [255:0] large_buffer [1:0]      ;
    reg [7:0]   large_buffer_dw_keep [1:0] ;
    reg [12:0]  large_byte_count [1:0] ;
    reg [1:0]   beat_cnt                ;
    reg [BAR0_SIZE-1:0] temp_cq_reg_addr          ;
    reg [15:0]          temp_cq_requester_id      ;   
    reg [7:0]           temp_cq_tag               ;
    reg [2:0]           temp_cq_tc                ;
    reg [6:0]           temp_cq_lower_addr        ;
    reg [10:0]          temp_cq_payload_dw_count  ;  
always @(posedge user_clk or posedge user_reset_p) begin
    if (user_reset_p) begin
        cq_val_REG_SCRATCH         <= {64{1'b0}};
        cq_val_REG_ID              <= {64{1'b0}};
        cq_val_REG_INT_CTRL        <= {64{1'b0}};
        cq_val_REG_STATUS          <= {64{1'b0}};
        cq_val_REG_DMA_ADDR        <= {64{1'b0}};
        cq_val_REG_DMA_CTRL        <= {64{1'b0}};
        cq_val_REG_DMA_STATUS      <= {64{1'b0}};
        cq_val_REG_RT_SRC_ADDR     <= {64{1'b0}};
        cq_val_REG_RT_DST_ADDR     <= {64{1'b0}};
        cq_val_REG_RT_CTRL         <= {64{1'b0}};
        temp_cq_reg_addr        <= {BAR0_SIZE{1'b0}};
        temp_cq_requester_id    <= 16'b0;
        temp_cq_tag             <= 8'b0;
        temp_cq_tc              <= 3'b0;
        temp_cq_lower_addr      <= 7'b0;
        temp_cq_payload_dw_count<= 11'b0;
    end else begin
        if (cq_valid == 1) begin
            if (cq_type == TYPE_WRITE) begin
                case (cq_reg_addr)
                    REG_SCRATCH     :   cq_val_REG_SCRATCH    <= cq_payload;
                    REG_ID          :   cq_val_REG_ID         <= cq_payload;
                    REG_INT_CTRL    :   cq_val_REG_INT_CTRL   <= cq_payload;
                    REG_STATUS      :   cq_val_REG_STATUS     <= cq_payload;
                    REG_DMA_ADDR    :   cq_val_REG_DMA_ADDR   <= cq_payload;
                    REG_DMA_CTRL    :   cq_val_REG_DMA_CTRL   <= cq_payload;
                    REG_DMA_STATUS  :   cq_val_REG_DMA_STATUS <= cq_payload;
                    REG_RT_SRC_ADDR :   cq_val_REG_RT_SRC_ADDR<= cq_payload;
                    REG_RT_DST_ADDR :   cq_val_REG_RT_DST_ADDR<= cq_payload;
                    REG_RT_CTRL     :   cq_val_REG_RT_CTRL    <= cq_payload;
                default: ;  
                endcase
            end else if (cq_type == TYPE_READ) begin
                temp_cq_reg_addr        <= cq_reg_addr          ; 
                temp_cq_requester_id    <= cq_requester_id      ;
                temp_cq_tag             <= cq_tag               ;
                temp_cq_tc              <= cq_tc                ;
                temp_cq_lower_addr      <= cq_lower_addr        ;
                temp_cq_payload_dw_count<= cq_payload_dw_count  ;
            end
        end
    end
end
    reg [1:0]  cc_state;
    localparam IDLE          = 2'd0;
    localparam CC_RESP       = 2'd1;
always @(posedge user_clk or posedge user_reset_p) begin
    if (user_reset_p) begin
        cc_state           <= IDLE;
    end else if (cq_valid &&  cq_type == TYPE_READ) begin
        cc_state          <= CC_RESP;
    end else if (cc_state == CC_RESP) begin
        cc_state          <= IDLE;
    end
end
function [63:0] get_cc_payload (input [BAR0_SIZE-1:0] reg_addr);
    begin
        case (reg_addr)
            REG_SCRATCH     :   get_cc_payload = cq_val_REG_SCRATCH;
            REG_ID          :   get_cc_payload = cq_val_REG_ID;
            REG_INT_CTRL    :   get_cc_payload = cq_val_REG_INT_CTRL;
            REG_STATUS      :   get_cc_payload = cq_val_REG_STATUS;
            REG_DMA_ADDR    :   get_cc_payload = cq_val_REG_DMA_ADDR;
            REG_DMA_CTRL    :   get_cc_payload = cq_val_REG_DMA_CTRL;
            REG_DMA_STATUS  :   get_cc_payload = cq_val_REG_DMA_STATUS;
            REG_RT_SRC_ADDR :   get_cc_payload = cq_val_REG_RT_SRC_ADDR;
            REG_RT_DST_ADDR :   get_cc_payload = cq_val_REG_RT_DST_ADDR;
            REG_RT_CTRL     :   get_cc_payload = cq_val_REG_RT_CTRL;
            REG_RT_STATUS   :   get_cc_payload = in_val_REG_RT_STATUS;
        default: get_cc_payload = {64{1'b0}};  
        endcase
    end
endfunction
always @(posedge user_clk or posedge user_reset_p) begin
    if (user_reset_p) begin
        cc_valid            <= 1'b0;
        cc_requester_id     <= 16'h0;
        cc_tag              <= 8'h0;
        cc_tc               <= 3'h0;
        cc_lower_addr       <= 7'h0;
        cc_dword_count      <= 11'h0;
        cc_status           <= 3'b000;  
        cc_payload          <= {64{1'b0}};
        cc_last             <= 1'b0;
    end else if (cc_state == CC_RESP && cc_ready) begin
                    cc_valid            <= 1'b1;
                    cc_requester_id     <= temp_cq_requester_id;
                    cc_tag              <= temp_cq_tag;
                    cc_tc               <= temp_cq_tc;
                    cc_lower_addr       <= temp_cq_lower_addr;
                    cc_dword_count      <= temp_cq_payload_dw_count;
                    cc_status           <= 3'b000;  
                    cc_payload          <= {{64{1'b0}}, get_cc_payload(temp_cq_reg_addr)};
                    cc_last             <= 1'b1;  
                end
    else if (cc_state == IDLE) begin
        cc_valid            <= 1'b0;
        cc_last             <= 1'b0;  
    end
end
    reg [2:0]  rt_state;
    reg        rt_rc_received;
    reg        write_beat_upper; 
    localparam RT_IDLE       = 3'd0;
    localparam RT_SEND_READ  = 3'd1;
    localparam RT_WAIT_DATA  = 3'd2;
    localparam RT_SEND_WRITE = 3'd3;
    localparam RT_DONE       = 3'd4;
always @(posedge user_clk or posedge user_reset_p) begin
    if (user_reset_p) begin
        rt_state           <= RT_IDLE;
        in_val_REG_RT_STATUS <= 64'b0;
    end else begin
        case (rt_state)
            RT_IDLE: begin
                if (cq_val_REG_RT_CTRL == 1 || cq_val_REG_RT_CTRL == 2)
                    rt_state <= RT_SEND_READ;
            end
            RT_SEND_READ: begin
                if (rq_ready)
                    rt_state <= RT_WAIT_DATA;
            end
            RT_WAIT_DATA: begin
                if (rt_rc_received)
                    rt_state <= RT_SEND_WRITE;
            end
            RT_SEND_WRITE: begin
                if (rq_ready) begin
                    if (cq_val_REG_RT_CTRL == 1) begin
                        rt_state <= RT_DONE;
                    end else if (cq_val_REG_RT_CTRL == 2) begin
                        if (write_beat_upper && rq_payload_last)
                            rt_state <= RT_DONE;
                    end
                end
            end
            RT_DONE: begin
                 in_val_REG_RT_STATUS <= 64'd2;  
                 if (cq_val_REG_RT_CTRL == 0)
                    rt_state <= RT_IDLE;
            end
            default: begin
                rt_state <= rt_state;
            end
        endcase
        if (rt_state == RT_IDLE)
            in_val_REG_RT_STATUS <= 64'd0;
    end
end
always @(posedge user_clk or posedge user_reset_p)  begin
    if (user_reset_p) begin
        rq_valid            <= 1'b0;
        rq_type             <= 4'b0;
        rq_payload_sop      <= 1'b0;
        rq_payload_last     <= 1'b0;
        rq_addr             <= 64'b0;
        rq_payload_dw_count <= 11'b0;
        rq_tag              <= 8'b0;
        rq_tc               <= 3'b0;
        rq_payload          <= 256'b0;
        write_beat_upper    <= 1'b0;
    end else begin
        case (rt_state)
            RT_SEND_READ: begin
                rq_valid            <= 1'b1;
                rq_type             <= TYPE_READ;
                rq_payload_sop      <= 1'b1;
                rq_payload_last     <= 1'b1;
                rq_addr             <= cq_val_REG_RT_SRC_ADDR;
                rq_payload_dw_count <= (cq_val_REG_RT_CTRL == 1) ? 11'd4 : 11'd12;
                rq_tag              <= 8'd1;
            end
            RT_SEND_WRITE: begin
                rq_valid            <= 1'b1;
                rq_type             <= TYPE_WRITE;
                rq_addr             <= cq_val_REG_RT_DST_ADDR;
                rq_tag              <= 8'd2;
                if (cq_val_REG_RT_CTRL == 1) begin
                    rq_payload_sop      <= 1'b1;
                    rq_payload_last     <= 1'b1;
                    rq_payload_dw_count <= 11'd4;
                    rq_payload          <= small_buffer;
                end else begin
                    rq_payload_dw_count <= 11'd12;
                    if (!write_beat_upper) begin
                         rq_payload_sop      <= 1'b1;
                         rq_payload_last     <= 1'b0;
                         rq_payload          <= large_buffer[0];
                         if (rq_ready) write_beat_upper <= 1'b1;
                    end else begin
                         rq_payload_sop      <= 1'b0;
                         rq_payload_last     <= 1'b1;
                         rq_payload          <= large_buffer[1];
                         if (rq_ready) write_beat_upper <= 1'b0;
                    end
                end
            end
            RT_DONE: begin
                 write_beat_upper <= 1'b0;
                 rq_valid <= 1'b0;
            end
            default: begin
                 rq_valid <= 1'b0;
            end
        endcase
    end
end
always @(posedge user_clk or posedge user_reset_p)  begin
    if (user_reset_p) begin
        small_buffer    <= 256'b0;
        small_buffer_dw_keep <= 8'b0;
        small_byte_count <= 13'b0;
        large_buffer[0] <= 256'b0;
        large_buffer[1] <= 256'b0;
        large_buffer_dw_keep[0] <= 8'b0;
        large_buffer_dw_keep[1] <= 8'b0;
        large_byte_count[0] <= 13'b0;
        large_byte_count[1] <= 13'b0;
        beat_cnt        <= 2'b0;
        rt_rc_received  <= 1'b0;
    end else begin
        if (rt_state == RT_IDLE) 
            rt_rc_received <= 1'b0;
        if (rc_valid) begin
            if (cq_val_REG_RT_CTRL == 1) begin
                small_buffer <= rc_payload;
                small_buffer_dw_keep <= rc_payload_dw_keep;
                small_byte_count <= rc_payload_byte_count;
                if (rc_payload_last) rt_rc_received <= 1'b1;
            end else if (cq_val_REG_RT_CTRL == 2) begin
                large_buffer[beat_cnt] <= rc_payload;
                large_buffer_dw_keep[beat_cnt] <= rc_payload_dw_keep;
                large_byte_count[beat_cnt] <= rc_payload_byte_count;
                if (rc_payload_last) begin
                    beat_cnt <= 2'b0;
                    rt_rc_received <= 1'b1;
                end else
                    beat_cnt <= beat_cnt + 1'b1;
            end
        end
    end
end
endmodule
==> flow/run.sh <==
#!/bin/bash
# OpenROAD 26Q1-2900-gdf79404cd8, Yosys 0.63+post, stock flow scripts
make -C /OpenROAD-flow-scripts/flow DESIGN_CONFIG=/design/flow/config.mk WORK_HOME=/design/flow/orfs finish
==> flow/config.mk <==
export PLATFORM = sky130hd
export DESIGN_NAME = user_logic
export DESIGN_NICKNAME = user_logic
export VERILOG_FILES = /design/flow/design.v
export SDC_FILE = /design/flow/constraint.sdc
export NUM_CORES = 4
export LEC_CHECK = 1
export CORE_UTILIZATION = 40
==> flow/constraint.sdc <==
current_design user_logic

set clk_period 20.7
set clk_io_pct 0.2

create_clock -name clk0 -period $clk_period [get_ports {user_clk}]

set non_clock_inputs [all_inputs -no_clocks]
set_input_delay [expr $clk_period * $clk_io_pct] -clock clk0 $non_clock_inputs
set_output_delay [expr $clk_period * $clk_io_pct] -clock clk0 [all_outputs]
==> flow_summary_export.csv <==
group,metric,value,unit
clock_tree,post_cts_resized,0,
routing,antenna_left,0,
setup_path,r2r_cells,11,
die,core-area,0.205,mm^2
cells_and_area,reg_top3,"large_buffer (512), rq_payload (256), small_buffer (256)",
synth,synth_top_flop_cell,"dfrtp_1",
die,ioPinCount,1021,
setup_path,crit_fanout,130,
sta,hold_violations,0,
power_and_ir_drop,power.leakage,45.5,nW
placed_design,io_buffers,830,
routing,firstDrtPassIters,8,
setup_path,required,21.64,ns
min_path,hold_depth,1,
die,fp_util,40.3,%
clock_tree,clkTransAtPathRegs,0.06,ns
cells_and_area,num-fill-cells,17500,
power_and_ir_drop,vdd_drop_max,0.0821,mV
setup_path,cp_cell_sequence,"clkdlybuf4s50_1 -> clkinvlp_4 -> buf_4 -> buf_12 -> buf_4 -> buf_12 -> buf_4 -> buf_4 -> buf_4",
flow_run,maxCapViolCount,0,
die,die_y,456,um
die,die-width,456,um
global_route,grt_max_degree,131,
sta,tightest_slew,0.862,ns
synth,ys_ff,1917,
die,die_area,0.208,mm^2
routing,via_count,55900,
setup_path,reg2reg_from,"cq_val_REG_RT_CTRL[15]",
sta,slew_violations,0,
synth,synthesis.area,0.0826,mm^2
clock_tree,clk_latency,0.86,ns
power_and_ir_drop,p_per_area,80.3,mW/mm^2
min_path,min_to,"cc_dword_count[2]",
clock_tree,clockBufferDepth,3,
cells_and_area,instances_no_fill,10100,
clock_tree,cts.sinks,1917,
setup_path,rr_endpoint,"large_buffer[0][91]",
synth,yosys.area.top_type,"dfrtp_1",
routing,wl_per_cell,24.1,um
synth,yosysWarnings,4,
setup_path,cp.arrival,9.39,ns
placed_design,gp_congestion,0.847,
synth,syn_area_per_cell,12.5,um^2
sta,rsz0062_at_grt,"no",
synth,postSynthCellCount,6605,
placed_design,dp_hpwl,155000,um
setup_path,cp-start-kind,"input pin",
global_route,grt_pass1_wl,371000,um
min_path,hold_start,"temp_cq_payload_dw_count[2]",
cells_and_area,final_layout_size_suffix_gt1_share,22.3,%
sta,fmax,118,MHz
synth,synth_top_area_share,58.0,%
clock_tree,root_buffer,"clkbuf_16",
setup_path,critPathMaxStageDelay,0.67,ns
synth,netlist-cell-type-count,59,
global_route,grt_pass1_vias,56900,
routing,vias_per_cell,5.53,
clock_tree,cts_tree,"yes",
sta,max-slew-margin-rel,42.0,%
setup_path,worst_path_most_repeated_cell,"buf_4",
sta,finClkSkew,0.0698,ns
global_route,grt_usage,24.6,%
synth,async_flop_share,100,%
placed_design,pre_cts_ws,11.15,ns
synth,edf_count,0,
routing,drcViolationCount,0,
setup_path,end_kind,"async pin",
setup_path,cp.depth,9,
clock_tree,htree_levels,4,
sta,post-route-min-period,8.45,ns
synth,yosys-top-cells-count,"dfrtp_1, mux2_2, nand2_1",
sta,tns,0,ns
cells_and_area,regMostFlops,"large_buffer",
routing,drtIter0Drc,3959,
routing,drt-total-wl,244000,um
synth,area_leaders,"dfrtp_1, mux2_2, mux2_1",
global_route,antenna_found_initial,64,
synth,ys_seq_share,58.1,%
flow_run,warnings,141,
placed_design,placed_cells,9713,
setup_path,crit_family,"buffers and inverters",
cells_and_area,syn_to_final_growth,20.8,%
global_route,gr-total-overflow,0,
sta,post-route-period-util,40.8,%
setup_path,critPathKind,"input pin to async pin",
clock_tree,cts_buffers,208,
sta,hold-worst-slack,0.449,ns
status,status,"finished clean",
synth,yosys_area,0.0826,mm^2
setup_path,r2r_slack,15.01,ns
sta,setup_violations,0,
die,num_rows,166,
clock_tree,cts_setup_buffers,0,
synth,synth.most_common_cell,"dfrtp_1",
clock_tree,hold_buffers,0,
min_path,min_path_type,"register to register",
setup_path,crit_slowest_cell,"buf_4",
setup_path,path_buffers,9,
cells_and_area,largest_reg_flops,512,
sta,fin_ws,12.25,ns
synth,ys_cells,6605,
## cells by family (layout without fill, tap and decap cells)
group,after synthesis,in the layout,synth area share [%]
flip-flops,1917,1917,58.1
multiplexers,1519,1519,20.6
AND/OR/NAND/NOR,1335,1335,7.79
AND-OR/OR-AND,927,927,8.56
buffers and inverters,906,1618,4.98
other,1,116,0.00454
## layout make-up
class	instances	area [um^2]	area share, %
clock buffers	323	6060	6.07
inverters	267	1010	1.01
multi-input cells	3869	31000	31.1
diodes	28	70.1	0.0702
clock inverters	56	812	0.814
repair buffers	972	9470	9.49
well taps	2688	3360	3.37
flip-flops and latches	1917	48000	48.1
## routing by layer
metal	vias to the layer above	part of all wire, %	global-route usage (%)
li1	24900	-	-
met1	29000	40	34.1
met2	1484	48	37.9
met3	462	6.5	6.20
met4	40	4.9	10.8
met5	-	0.11	0
## placed cells by master, fill, tap and decap left out, types with 12 or more instances in the layout
cell type / instances
a222oi_1: 54
a22o_1: 12
a22oi_1: 192
a2bb2oi_1: 54
and3_1: 13
buf_4: 134
bufinv_16: 12
clkbuf_1: 73
clkbuf_16: 208
clkbuf_8: 42
clkdlybuf4s50_1: 830
clkinv_2: 23
conb_1: 88
dfrtp_1: 1912
diode_2: 28
inv_1: 265
mux2_1: 298
mux2_2: 1157
mux2i_1: 64
nand2_1: 601
nand2b_1: 146
nand3_1: 478
nor2_1: 18
nor4_1: 15
o2111ai_1: 112
o211ai_1: 144
o21ai_0: 181
o221ai_1: 144
## worst max-delay path by stage
stage | from | slack (ns) | to
after CTS | user_reset_p | 12.04 | rq_payload[201]
after global routing | user_reset_p | 11.46 | rq_payload[201]
final | user_reset_p | 12.25 | rq_payload[201]
## report_power, final
part	internal, mW	total (mW)	switching, mW
logic	0.185	0.410	0.225
clock network	2.16	3.72	1.56
registers	3.83	3.88	0.0470
## per-stage QoR
step	power, mW	util, %	area (um^2)
floorplan	4.14	-	83000
global placement	4.35	45.3	92800
detailed placement	4.36	45.3	92800
CTS	8.11	48.6	99700
global route	8.29	48.7	99800
finish	8.01	48.7	99800
No activity file was given, so power comes from the tool's default toggle rates.
