$ cat flow/config.mk
export PLATFORM = sky130hd
export DESIGN_NAME = RQ_formatter
export DESIGN_NICKNAME = RQ_formatter
export VERILOG_FILES = /design/flow/design.v
export SDC_FILE = /design/flow/constraint.sdc
export NUM_CORES = 4
export LEC_CHECK = 1
export CORE_AREA = 10 10 362 362
export DIE_AREA = 0 0 372 372
$ cat flow/constraint.sdc
current_design RQ_formatter

set clk_period 16.0
set clk_io_pct 0.2

create_clock -name clk0 -period $clk_period [get_ports {clk}]

set non_clock_inputs [all_inputs -no_clocks]
set_input_delay [expr $clk_period * $clk_io_pct] -clock clk0 $non_clock_inputs
set_output_delay [expr $clk_period * $clk_io_pct] -clock clk0 [all_outputs]
$ cat flow/design.v
module RQ_formatter #(
parameter DATA_WIDTH = 256
)(
input clk,
input rst_n,
output wire [DATA_WIDTH-1:0]        s_axis_rq_tdata,     
output wire                         s_axis_rq_tvalid,    
output wire [59:0]                  s_axis_rq_tuser,     
output wire [DATA_WIDTH / 32-1:0]   s_axis_rq_tkeep,     
output wire                         s_axis_rq_tlast,     
input  wire                         s_axis_rq_tready,    
input  wire [3:0]                   rq_type,             
input  wire [63:0]                  rq_addr,             
input  wire [10:0]                  rq_payload_dw_count,      
input  wire [7:0]                   rq_tag,              
input  wire [2:0]                   rq_tc,               
input  wire                         rq_valid,            
input  wire                         rq_payload_sop,      
input  wire                         rq_payload_last,     
input  wire [255:0]                 rq_payload,
output wire                         rq_ready             
);
wire [127:0] rq_descriptor;
assign rq_descriptor[1:0]     = 2'b00;                  
assign rq_descriptor[63:2]    = rq_addr[63:2];          
assign rq_descriptor[74:64]   = rq_payload_dw_count;    
assign rq_descriptor[78:75]   = rq_type;                
assign rq_descriptor[79]      = 1'b0;                   
assign rq_descriptor[95:80]   = 16'h0000;               
assign rq_descriptor[103:96]  = rq_tag;                 
assign rq_descriptor[107:104] = (rq_payload_dw_count == 11'd1) ? 4'b0000 : 4'b1111;  
assign rq_descriptor[111:108] = 4'b1111;                  
assign rq_descriptor[112]     = 1'b0;                   
assign rq_descriptor[114:113] = 2'b00;                  
assign rq_descriptor[119:115] = 5'b00000;               
assign rq_descriptor[120]     = 1'b0;                   
assign rq_descriptor[123:121] = 3'b000;                 
assign rq_descriptor[126:124] = rq_tc;                  
assign rq_descriptor[127]     = 1'b0;                   
RQ_gearbox256 RQ_gearbox256_inst (
    .clk                (clk),
    .rst_n              (rst_n),
    .rq_descriptor        (rq_descriptor),
    .rq_payload           (rq_payload),
    .rq_payload_dw_count  (rq_payload_dw_count),
    .rq_payload_last      (rq_payload_last),
    .rq_valid             (rq_valid),
    .rq_payload_sop       (rq_payload_sop),
    .rq_ready             (rq_ready),
    .s_axis_rq_tdata   (s_axis_rq_tdata),
    .s_axis_rq_tvalid  (s_axis_rq_tvalid),
    .s_axis_rq_tuser   (s_axis_rq_tuser),
    .s_axis_rq_tkeep   (s_axis_rq_tkeep),
    .s_axis_rq_tlast   (s_axis_rq_tlast),
    .s_axis_rq_tready  (s_axis_rq_tready)
);
endmodule
module RQ_gearbox256 #(
    parameter DATA_WIDTH = 256
)(
    input  wire                   clk,
    input  wire                   rst_n,
    (* MARK_DEBUG = "TRUE" *)   input  wire [127:0]              rq_descriptor,
    (* MARK_DEBUG = "TRUE" *)   input  wire [255:0]              rq_payload,
    (* MARK_DEBUG = "TRUE" *)   input  wire [10:0]               rq_payload_dw_count,  
    (* MARK_DEBUG = "TRUE" *)   input  wire                      rq_payload_last,
    (* MARK_DEBUG = "TRUE" *)   input  wire                      rq_valid,
    (* MARK_DEBUG = "TRUE" *)   input  wire                      rq_payload_sop,
    (* MARK_DEBUG = "TRUE" *)   output wire                      rq_ready, 
    (* MARK_DEBUG = "TRUE" *)   output reg  [DATA_WIDTH-1:0]      s_axis_rq_tdata,
    (* MARK_DEBUG = "TRUE" *)   output reg                        s_axis_rq_tvalid,
    (* MARK_DEBUG = "TRUE" *)   output reg  [59:0]                s_axis_rq_tuser,
    (* MARK_DEBUG = "TRUE" *)   output reg  [7:0]                 s_axis_rq_tkeep,
    (* MARK_DEBUG = "TRUE" *)   output reg                        s_axis_rq_tlast,
    (* MARK_DEBUG = "TRUE" *)   input  wire                       s_axis_rq_tready
);
    reg [127:0] data_saver;
    reg [0:0]   one_more_cycle;
    function [7:0] calc_tail_keep(input [10:0] count);
        case (count & 11'd7)  
            11'd1: calc_tail_keep = 8'b0001_1111;
            11'd2: calc_tail_keep = 8'b0011_1111;
            11'd3: calc_tail_keep = 8'b0111_1111;
            11'd4: calc_tail_keep = 8'b1111_1111;  
            11'd5: calc_tail_keep = 8'b0000_0001;  
            11'd6: calc_tail_keep = 8'b0000_0011;
            11'd7: calc_tail_keep = 8'b0000_0111;
            11'd0: calc_tail_keep = 8'b0000_1111;
            default: calc_tail_keep = 8'hFF;  
        endcase
    endfunction
    function [0:0] one_more (input [10:0] count);
        if ((count & 11'd7) <= 11'd4)
            one_more = 1'b0;
        else
            one_more = 1'b1;
    endfunction
    always @(posedge clk or negedge rst_n) begin
        if (!rst_n) begin
            s_axis_rq_tdata   <= 256'b0;
            s_axis_rq_tvalid  <= 1'b0;
            s_axis_rq_tlast   <= 1'b0;
            s_axis_rq_tkeep   <= 8'b0;
            s_axis_rq_tuser   <= 60'b0;
            data_saver        <= 128'b0;
            one_more_cycle    <= 1'b0;
        end 
        else if (s_axis_rq_tready) begin
            if (rq_valid) begin
                if (s_axis_rq_tlast) begin
                    s_axis_rq_tlast   <= 1'b0;
                end
                if (rq_descriptor[78:75] == 4'b0000) begin
                    s_axis_rq_tdata   <= {128'b0, rq_descriptor};
                    s_axis_rq_tvalid  <= 1'b1;
                    s_axis_rq_tlast   <= 1'b1;
                    s_axis_rq_tkeep   <= 8'h0F;  
                    s_axis_rq_tuser   <= {52'b0, rq_descriptor[107:104], rq_descriptor[111:108]};
                    one_more_cycle    <= 1'b0;
                end
                else begin
                    one_more_cycle <= one_more(rq_payload_dw_count);
                    if (rq_payload_sop && !one_more(rq_payload_dw_count) && rq_payload_dw_count <= 11'd4) begin
                        s_axis_rq_tdata   <= {rq_payload[127:0], rq_descriptor};
                        s_axis_rq_tvalid  <= 1'b1;
                        s_axis_rq_tlast   <= 1'b1;
                        s_axis_rq_tkeep   <= calc_tail_keep(rq_payload_dw_count);
                        s_axis_rq_tuser   <= {52'b0, rq_descriptor[107:104], rq_descriptor[111:108]};
                    end
                    else if (rq_payload_sop) begin
                        s_axis_rq_tdata   <= {rq_payload[127:0], rq_descriptor};
                        data_saver        <= rq_payload[255:128];  
                        s_axis_rq_tuser   <= {52'b0, rq_descriptor[107:104], rq_descriptor[111:108]};
                        s_axis_rq_tvalid  <= 1'b1;
                        s_axis_rq_tlast   <= 1'b0;
                        s_axis_rq_tkeep   <= 8'hFF;
                    end
                    else if (!rq_payload_last) begin
                        s_axis_rq_tdata   <= {rq_payload[127:0], data_saver};
                        data_saver        <= rq_payload[255:128];  
                        s_axis_rq_tuser   <= 60'b0;
                        s_axis_rq_tlast   <= 1'b0;
                        s_axis_rq_tvalid  <= 1'b1;
                        s_axis_rq_tkeep   <= 8'hFF;
                    end
                    else if (rq_payload_last && ! one_more(rq_payload_dw_count))begin
                        s_axis_rq_tdata   <= {rq_payload[127:0], data_saver};
                        data_saver        <= 0;  
                        s_axis_rq_tuser   <= 60'b0;
                        s_axis_rq_tlast   <= 1'b1;
                        s_axis_rq_tvalid  <= 1'b1;
                        s_axis_rq_tkeep   <= calc_tail_keep(rq_payload_dw_count);
                    end
                    else if (rq_payload_last && one_more(rq_payload_dw_count))begin
                        s_axis_rq_tdata   <= {rq_payload[127:0], data_saver};
                        data_saver        <= rq_payload[255:128];  
                        s_axis_rq_tuser   <= 60'b0;
                        s_axis_rq_tlast   <= 1'b0;  
                        s_axis_rq_tvalid  <= 1'b1;
                        s_axis_rq_tkeep   <= 8'hFF;
                    end
                end
            end
            else if (one_more_cycle) begin
                s_axis_rq_tdata   <= {data_saver, 128'b0};
                s_axis_rq_tvalid  <= 1'b1;   
                s_axis_rq_tlast   <= 1'b1;  
                s_axis_rq_tkeep   <= calc_tail_keep(rq_payload_dw_count);
                s_axis_rq_tuser   <= 60'b0;
                one_more_cycle    <= 1'b0;
            end
            else begin
                s_axis_rq_tdata   <= 256'b0;
                s_axis_rq_tvalid  <= 1'b0;
                s_axis_rq_tlast   <= 1'b0;
                s_axis_rq_tkeep   <= 8'b0;
                s_axis_rq_tuser   <= 60'b0;
                data_saver        <= 128'b0;
                one_more_cycle    <= 1'b0;
            end
        end
    end
    assign rq_ready = s_axis_rq_tready && !one_more_cycle;
endmodule
$ cat flow/run.sh
#!/bin/bash
# OpenROAD 26Q1-2900-gdf79404cd8, Yosys 0.63+post, stock flow scripts
make -C /OpenROAD-flow-scripts/flow DESIGN_CONFIG=/design/flow/config.mk WORK_HOME=/design/flow/orfs finish
==> flow_metrics.py <==
# Synthesis and PnR figures
metrics = {
    "final_timing": {
        "min_period_ns": 7.86,
        "slew_headroom": 0.501,
        "setup_viol": 0,
        "slew_violations": 0,
        "rsz0062_at_grt": "false",
        "worst_slew_pin_slew_ns": 0.749,
        "final-hold-violation-count": 0,
        "max_freq_mhz": 127,
        "finalClockSkew_ns": 0.0134,
        "fin_crit_sh": 0.491,
        "fin_tns_setup_ns": 0,
    },
    "floorplanning": {
        "die_h_um": 372,
        "ios": 679,
        "fp_util": 0.134,
        "die_area_mm2": 0.138,
        "row_count": 129,
        "die_w_um": 372,
        "coreArea_mm2": 0.123,
    },
    "logic_synthesis": {
        "ff_type": "dfrtp_1",
        "synth_stat.cells": 1253,
        "syn_avg_cell_area_um2": 13.2,
        "synth.cell_area_mm2": 0.0165,
        "synth_chip_area_mm2": 0.0165,
        "synth-seq-cells": 396,
        "edf_count": 0,
        "synth.distinct_cells": 46,
        "async_flop_share": 1.00,
        "ys_seq_share": 0.601,
        "synth-warning-count": 1,
        "syn_inst": 1253,
    },
    "clocking": {
        "clk_path_buf_depth": 3,
        "htree_levels": 2,
        "cts.repair.resized": 0,
        "postCtsHoldBufs": 0,
        "cts_buffers": 49,
        "clk_latency_ns": 0.60,
        "clock_sinks": 396,
        "cts.clk_slew.worst_paths_ns": 0.06,
        "cts_tree": "yes",
        "cts_root_buffer": "clkbuf_16",
        "cts_setup_buffers": 0,
    },
    "outcome": {
        "status": "complete, no violations",
    },
    "routing": {
        "routed_wl_um": 75200,
        "dr_wl_met2_um": 33500,
        "highest_layer": "met5",
        "wl_met1_um": 30500,
        "ant_nets": 0,
        "viasPerCell": 3.78,
        "wl_met3_um": 8740,
        "initialDrtViolationCount": 804,
        "dr.pass1.iters": 5,
        "wire_per_inst_um": 21.3,
        "drc": 0,
        "via_count": 13330,
    },
    "placed_design": {
        "hpwl_um": 53000,
        "dpl_cell_area_mm2": 0.0243,
        "portBuffers": 624,
        "gp_congestion": 0.851,
    },
    "cells_and_area": {
        "drive_above_1_share": 0.0660,
        "stdcell_area_mm2": 0.0259,
        "syn2layout_area_growth_pct": 57.4,
    },
    "global_route": {
        "grt_first_pass_wirelength_um": 105000,
        "grt_max_degree": 88,
        "grt_pass1_vias": 14336,
        "antenna_found_initial": 6,
        "grt-ovfl-total": 0,
        "grt_usage": 0.105,
    },
    "setup_path": {
        "crit_arrival_ns": 4.66,
        "cp-end-kind": "output port",
        "path_class": "primary input to output port",
        "worstSetupStartpointType": "primary input",
        "critical_path_required_ns": 12.80,
        "critPathMaxFanout": 87,
    },
    "flow_run": {
        "warnings": 30,
        "drv_cap": 0,
    },
    "power": {
        "irDropWorstVdd_mv": 0.0748,
        "p_leak_nw": 10.8,
        "p_per_area_mw_per_mm2": 105,
    },
    "min_path": {
        "hold_path_class": "flop to flop",
    },
}
[cells in the mapped netlist, types with 2 or more instances]
| library cell | instances | area (µm²) |
|---|---|---|
| a211oi_1 | 3 | 22.5 |
| buf_6 | 12 | 135 |
| o221ai_1 | 2 | 17.5 |
| o2bb2ai_1 | 20 | 175 |
| buf_1 | 9 | 33.8 |
| clkbuf_1 | 78 | 293 |
| o21ai_0 | 8 | 40.0 |
| inv_1 | 10 | 37.5 |
| a21o_1 | 2 | 15.0 |
| buf_2 | 11 | 55.1 |
| nor4_1 | 2 | 12.5 |
| mux2i_1 | 16 | 160 |
| nand3_1 | 2 | 10.0 |
| nor2b_1 | 203 | 1270 |
| dfrtp_1 | 396 | 9910 |
| nand2_1 | 4 | 15.0 |
| a22o_1 | 161 | 1410 |
| ha_1 | 4 | 50.1 |
| a211o_1 | 3 | 26.3 |
| nor2_1 | 14 | 52.6 |
| and2_1 | 2 | 12.5 |
| a221o_1 | 201 | 2010 |
| nand2b_1 | 2 | 12.5 |
| o31a_1 | 2 | 17.5 |
| a21oi_1 | 3 | 15.0 |
| o211ai_1 | 4 | 30.0 |
| buf_4 | 60 | 450 |
[per-stage QoR]
| stage | total power, mW | setup WS, ns | hold slack, ns | std cells | util |
|---|---|---|---|---|---|
| 6_report | 2.72 | 8.14 | 0.487 | 3523 | 0.210 |
| 5_1_grt | 2.85 | 8.04 | 0.502 | 3518 | 0.210 |
| 4_1_cts | 2.78 | 8.07 | 0.491 | 3515 | 0.210 |
| 3_5_place_dp | 1.60 | 8.07 | 0.472 | 3425 | 0.197 |
| 3_3_place_gp | 1.60 | 8.10 | 0.467 | 3425 | 0.197 |
| 2_1_floorplan | 1.29 | 9.04 | 0.430 | 1304 | - |
[path summary, 6_finish.rpt]
path                                                      endpoint  slack [ns]  cells past startpoint                               startpoint
hold reg to reg            RQ_gearbox256_inst.s_axis_rq_tdata[105]        0.49                      1  RQ_gearbox256_inst.s_axis_rq_tdata[105]
setup reg to reg           RQ_gearbox256_inst.s_axis_rq_tdata[159]       13.44                      5        RQ_gearbox256_inst.one_more_cycle
min in group asynchronous  RQ_gearbox256_inst.s_axis_rq_tdata[228]        2.59                      1                                    rst_n
setup / recovery                                          rq_ready        8.14                      4                         s_axis_rq_tready
hold / removal             RQ_gearbox256_inst.s_axis_rq_tdata[105]        0.49                      1  RQ_gearbox256_inst.s_axis_rq_tdata[105]
max in group asynchronous        RQ_gearbox256_inst.data_saver[38]       10.46                      5                                    rst_n
[sequential cells by signal, indices dropped and copies added, names as in the netlist]
signal and flops:
RQ_gearbox256_inst.s_axis_rq_tlast 1, RQ_gearbox256_inst.s_axis_rq_tdata 256, RQ_gearbox256_inst.data_saver 128, RQ_gearbox256_inst.s_axis_rq_tuser 2, RQ_gearbox256_inst.one_more_cycle 1, RQ_gearbox256_inst.s_axis_rq_tkeep 8
[cells in the final DEF (no fill, tap or decap), types with 3 or more instances in the layout]
master,Yosys,final
dfrtp_1,396,396
a221o_1,201,201
clkdlybuf4s50_1,0,622
o21ai_0,8,8
a211o_1,3,3
o2bb2ai_1,20,20
nor2_4,0,3
nor2b_1,203,203
a21oi_1,3,3
bufinv_16,0,4
clkbuf_1,78,11
ha_1,4,4
clkinv_2,0,5
mux2i_1,16,16
inv_1,10,10
clkinv_4,0,4
clkbuf_16,0,49
nor2_1,14,11
nand2_1,4,4
a211oi_1,3,3
o211ai_1,4,4
buf_4,60,31
diode_2,0,8
a22o_1,161,161
inv_6,0,4
conb_1,1,52
clkbuf_8,0,13
[area by class of cell]
class	instances	area [µm²]
fill	13220	97400
timing repair buffer	655	6490
multi-input combinational	726	5770
inverter	11	42.5
sequential	396	9910
clock buffer	72	1430
clock inverter	18	225
tap	1637	2050
antenna	8	20.0
[report_power, final]
part / internal [mW] / switching, mW / leakage [nW]
sequential: 1.09 / 0.0681 / 5.22
clock: 0.686 / 0.465 / 0.810
combinational: 0.258 / 0.157 / 4.75
total: 2.03 / 0.690 / 10.8
[cells by family (layout without fill, tap and decap cells)]
family | Yosys count | count (layout) | share of synthesized area
simple gates | 236 | 236 | 0.0885
buf+inv | 182 | 756 | 0.0621
mux | 16 | 16 | 0.00972
flops | 396 | 396 | 0.601
compound gates | 418 | 418 | 0.235
fa+ha+maj | 4 | 4 | 0.00304
other cells | 1 | 60 | 0.000228
[routing by layer]
metal / up-vias / GRT usage
met2: 623 / 0.158
li1: 5872 / -
met4: 2 / 0.0302
met1: 6733 / 0.134
met5: - / 0
met3: 100 / 0.0488
[critical path, stage by stage]
cell and delay, ns:
clkbuf_8 0.52, clkinv_2 0.13, nor2_1 0.26, clkdlybuf4s50_1 0.53
Power figures rest on the tool's default switching activity, not on a simulated workload.
