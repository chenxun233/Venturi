`flow/design.v`:
```
module RC_gearbox256 #(
    parameter DATA_WIDTH = 256
)(
    input  wire                         clk,
    input  wire                         rst_n,
    input  wire [DATA_WIDTH-1:0]        m_axis_rc_tdata,
    input  wire                         m_axis_rc_tvalid,
    input  wire [74:0]                  m_axis_rc_tuser,
    input  wire [DATA_WIDTH/32-1:0]     m_axis_rc_tkeep,
    input  wire                         m_axis_rc_tlast,
    output wire                         m_axis_rc_tready,
    output reg                          rc_valid,
    output reg                          rc_payload_last,
    output reg  [255:0]                 rc_payload,
    output reg  [7:0]                   rc_payload_dw_keep,
    output reg  [95:0]                  rc_descriptor  
);
    reg [159:0] data_saver;
    reg [7:0]   r_last_keep;
    reg         r_extra_cycle_needed;
    reg [95:0]  r_desc_reg;
    wire        sop = m_axis_rc_tvalid && m_axis_rc_tuser[32];  
    wire [12:0] current_byte_count = m_axis_rc_tdata[28:16];    
    localparam STATE_IDLE   = 2'd0;
    localparam STATE_ACTIVE = 2'd1;
    localparam STATE_FLUSH  = 2'd2;
    reg [1:0] state;
    function [7:0] calc_tail_keep(input [12:0] bc);
        case ((bc >> 2) & 11'd7)  
            11'd1: calc_tail_keep = 8'b0000_0001;  
            11'd2: calc_tail_keep = 8'b0000_0011;
            11'd3: calc_tail_keep = 8'b0000_0111;
            11'd4: calc_tail_keep = 8'b0000_1111;
            11'd5: calc_tail_keep = 8'b0001_1111;  
            11'd6: calc_tail_keep = 8'b0011_1111;
            11'd7: calc_tail_keep = 8'b0111_1111;
            default: calc_tail_keep = 8'hFF;  
        endcase
    endfunction
    function check_extra_cycle(input [12:0] bc);
        reg [3:0] mod8;
        mod8 = (bc >> 2) & 4'd7; 
        check_extra_cycle = (mod8 > 3) || (mod8 == 0);
    endfunction
    always @(posedge clk) begin
        if (m_axis_rc_tvalid) begin
            data_saver <= m_axis_rc_tdata[255:96];
        end
        if (sop) begin
            r_desc_reg           <= m_axis_rc_tdata[95:0];
            r_last_keep          <= calc_tail_keep(current_byte_count);
            r_extra_cycle_needed <= check_extra_cycle(current_byte_count);
        end
    end
    always @(posedge clk or negedge rst_n) begin
        if (!rst_n) begin
            state               <= STATE_IDLE;
            rc_valid            <= 1'b0;
            rc_payload_last     <= 1'b0;
            rc_payload          <= 256'b0;
            rc_payload_dw_keep  <= 8'b0;
            rc_descriptor       <= 96'b0;
        end 
        else begin
            rc_valid <= 1'b0; 
            rc_payload_last <= 1'b0;
            case (state)
                STATE_IDLE: begin
                    if (sop) begin
                        if (m_axis_rc_tlast) begin
                            state <= STATE_FLUSH;
                        end else begin
                            state <= STATE_ACTIVE;
                        end
                    end
                end
                STATE_ACTIVE: begin
                    if (m_axis_rc_tvalid) begin
                        rc_payload         <= {m_axis_rc_tdata[95:0], data_saver};
                        rc_valid           <= 1'b1;
                        rc_descriptor      <= r_desc_reg;  
                        if (m_axis_rc_tlast) begin
                            if (r_extra_cycle_needed) begin
                                rc_payload_dw_keep <= 8'hFF;  
                                state              <= STATE_FLUSH;
                            end else begin
                                rc_payload_dw_keep <= r_last_keep;  
                                rc_payload_last    <= 1'b1;
                                state              <= STATE_IDLE;
                            end
                        end else begin
                            rc_payload_dw_keep <= 8'hFF;
                        end
                    end
                end
                STATE_FLUSH: begin
                    rc_payload          <= {96'b0, data_saver}; 
                    rc_valid            <= 1'b1;
                    rc_payload_last     <= 1'b1;
                    rc_payload_dw_keep  <= r_last_keep;
                    rc_descriptor       <= r_desc_reg;
                    state               <= STATE_IDLE;
                end
            endcase
        end
    end
    assign m_axis_rc_tready = 1'b1;
endmodule
module RC_parser #(
parameter DATA_WIDTH = 256
)(
input  wire                         clk,
input  wire                         rst_n,
input  wire [DATA_WIDTH-1:0]        m_axis_rc_tdata,
input  wire                         m_axis_rc_tvalid,
input  wire [74:0]                  m_axis_rc_tuser,
input  wire [DATA_WIDTH / 32-1:0]   m_axis_rc_tkeep,
input  wire                         m_axis_rc_tlast,  
output wire                         m_axis_rc_tready,
output wire  [11:0]                  rc_lower_addr,
output wire  [3:0]                   rc_err_code,
output wire  [12:0]                  rc_payload_byte_count,
output wire                          rc_request_completed,
output wire  [15:0]                  rc_requester_id,
output wire  [15:0]                  rc_completer_id,  
output wire  [7:0]                   rc_tag,
output wire  [12:0]                  rc_payload_dw_count,
output wire                          rc_posioned,
output wire                         rc_valid,                
output wire                         rc_payload_last,          
output wire [255:0]                 rc_payload,              
output wire [DATA_WIDTH / 32-1:0]   rc_payload_dw_keep          
);
wire [95:0] rc_descriptor;
assign    rc_lower_addr           = rc_descriptor[11:0];
assign    rc_err_code             = rc_descriptor[15:12];
assign    rc_payload_byte_count   = rc_descriptor[28:16] ;
assign    rc_request_completed    = rc_descriptor[30];
assign    rc_payload_dw_count    = rc_descriptor[42:32];
assign    rc_requester_id         = rc_descriptor[63:48];
assign    rc_completer_id         = rc_descriptor[87:72];
assign    rc_tag                  = rc_descriptor[71:64];
assign    rc_posioned             = rc_descriptor[46];
RC_gearbox256 #(
    .DATA_WIDTH(DATA_WIDTH)
) rc_gearbox_inst (
    .clk                    (clk),
    .rst_n                  (rst_n),
    .m_axis_rc_tdata        (m_axis_rc_tdata),
    .m_axis_rc_tvalid       (m_axis_rc_tvalid),
    .m_axis_rc_tuser        (m_axis_rc_tuser),
    .m_axis_rc_tkeep        (m_axis_rc_tkeep),
    .m_axis_rc_tlast        (m_axis_rc_tlast),
    .m_axis_rc_tready       (m_axis_rc_tready),
    .rc_valid               (rc_valid),
    .rc_payload_last        (rc_payload_last),
    .rc_payload             (rc_payload),
    .rc_payload_dw_keep     (rc_payload_dw_keep),
    .rc_descriptor          (rc_descriptor)
);
endmodule
```
`flow/run.sh`:
```
#!/bin/bash
# OpenROAD 26Q1-2900-gdf79404cd8, Yosys 0.63+post, stock flow scripts
make -C /OpenROAD-flow-scripts/flow DESIGN_CONFIG=/design/flow/config.mk WORK_HOME=/design/flow/orfs finish
```
`flow/config.mk`:
```
export PLATFORM = sky130hd
export DESIGN_NAME = RC_parser
export DESIGN_NICKNAME = RC_parser
export VERILOG_FILES = /design/flow/design.v
export SDC_FILE = /design/flow/constraint.sdc
export NUM_CORES = 4
export LEC_CHECK = 1
export CORE_AREA = 10 10 399 399
export DIE_AREA = 0 0 409 409
```
`flow/constraint.sdc`:
```
current_design RC_parser

set clk_period 18.9
set clk_io_pct 0.2

create_clock -name clk0 -period $clk_period [get_ports {clk}]

set non_clock_inputs [all_inputs -no_clocks]
set_input_delay [expr $clk_period * $clk_io_pct] -clock clk0 $non_clock_inputs
set_output_delay [expr $clk_period * $clk_io_pct] -clock clk0 [all_outputs]
```
==> Slide: Implementation Results <==
Run Summary

Drt
  – Number of design-rule violations left by the first detailed-router iteration: 932
  – DRT Pass-1 Iters: 4
  – Number of nets still failing antenna checks after routing: 0
  – Drt wl/cell: 15.8 microns
  – Vias: 13,700
  – Routed met2 length: 30.6 mm
  – Uppermost layer routed: met5
  – Drt drc: 0
  – Met1 routed wirelength after detailed routing: 25.2 mm
  – Overall routed net length: 66.9 mm
  – Routed met3 length: 8.22 mm
  – Post-detailed-route via-to-cell ratio: 3.22

Yosys
  – Ys Warns: 1
  – FFs w/ async S/R, synth: 58.4%
  – Register area share after synthesis: 79.2%
  – Area of the synthesized netlist per yosys stat: 0.0206 sq mm
  – Cell Area, Synth: 0.0206 sq mm
  – Yosys Instances: 1,545
  – Number of register bits inferred by synthesis: 601
  – Library cells used by synthesis: 29
  – Flip-flops with a built-in enable: 250
  – Post-synthesis instance total: 1,545
  – Avg Inst Size Synth: 13.3 sq um
  – Most common reg cell: sky130_fd_sc_hd__dfrtp_1

Placement
  – Post-Place Cell Area: 0.0289 sq mm
  – Number of port buffers: 608
  – HPWL after detailed placement: 46.4 mm
  – Global placement routability congestion: 0.846

Clock network
  – Root buffer cell: sky130_fd_sc_hd__clkbuf_16
  – Post_cts resized: 0
  – Total of hold buffers inserted after clock tree synthesis: 0
  – Clock transition at the registers of the reported paths: 60 ps
  – Skew-Pair Late Insertion Delay: 660 ps
  – Number of levels in the clock H-tree: 3
  – Maximum clock path buffer count: 3
  – Cts bufs inserted: 71
  – Postcts setup bufs: 0
  – CTS Sinks: 601
  – Clock tree from TritonCTS: done

GRT
  – Vias in the first global route: 14,100
  – Global-route wire length before repair: 96.8 mm
  – Largest net degree at the start of global routing: 95
  – Number of antenna violations at the first check in global routing: 16
  – GR Overflow Total: 0
  – Global Route Usage Sum: 7.82%

Floorplanning
  – Die Ht: 409 microns
  – Row count: 142
  – CORE AREA: 0.150 sq mm
  – Die area: 0.167 sq mm
  – Die Span X: 409 microns
  – Number of primary I/O pins: 694
  – Core Density at Floorplan: 13.7%

Pwr
  – Total power divided by cell area: 91.6 mW/mm^2
  – Total power: 0.00286 W
  – Max IR drop VDD: 0.0704 mV
  – Reported leakage power: 13.2 nW

Final timing
  – Final clock period utilization by the worst path: 35.5%
  – Worst hold-check slack: 431 ps
  – Post-route setup TNS: 0 ps
  – Worst slew margin relative to its limit: 48.8%
  – Max-slew violations: 0
  – Maximum clock frequency: 0.149 GHz
  – RSZ-0062 raised after global routing: false
  – Final Hold Vio Count: 0
  – Minimum clock period: 6710 ps
  – Slew @ Worst Pin: 768 ps
  – # setup viols final: 0
  – Worst Clk Skew: 25.7 ps

Worst setup path
  – Reg-to-Reg End: rc_gearbox_inst.rc_payload[146]
  – Worst endpoint required time: 19,490 ps
  – Crit start category: input port
  – Count of cells along the worst register-to-register path: 7
  – Crit path launch: m_axis_rc_tvalid
  – Element type at the critical path end: flop
  – R2R setup slack: 15,070 ps
  – Crit-path max FO: 63
  – Signal arrival time at the worst endpoint: 7300 ps
  – Worst R2R Start: rc_gearbox_inst.state[2]
  – Critical path destination: rc_gearbox_inst.rc_payload[146]
  – WS Path Type: in -> reg

Layout
  – Most flop-heavy register: rc_gearbox_inst.rc_payload
  – Core occupancy in the finished layout: 20.8%
  – Ratio of cells with drive above 1 in the final layout: 6.08%
  – Count of filler cells inserted in the layout: 16,000
  – Commonest non-fill, non-tap cells in the layout: sky130_fd_sc_hd__nand2_1, sky130_fd_sc_hd__clkdlybuf4s50_1, sky130_fd_sc_hd__dfrtp_1
  – Top logic cell by instance count in the layout: sky130_fd_sc_hd__nand2_1
  – Registers with the most flip-flops: rc_gearbox_inst.rc_payload x256, rc_gearbox_inst.data_saver x160
  – Design Area, Final: 0.0312 sq mm
  – Relative area change from synthesis to final layout: 52.0%
  – Max FFs per register: 256

Hold path
  – Worst hold start: rc_gearbox_inst.data_saver[62]
  – Class of the worst hold path: reg -> reg

Run
  – Tally of max-capacitance violations: 0
  – Tool warning count: 107

Outcome
  – Outcome: complete, no violations
per-stage QoR:
step / setup WS, ps / cells
after CTS: 12160 / 4238
after detailed placement: 11410 / 4109
after global placement: 11420 / 4109
after global routing: 11940 / 4240
final: 12190 / 4243
after floorplan: 12850 / 1546
synth_stat cells (all sizes together), types with 3 or more instances:
cell type	instances	area (sq um)
a22o	96	841
buf	72	399
clkbuf	9	33.8
dfrtp	350	8760
edfxtp	250	7510
inv	3	11.3
nand2	734	2760
nand2b	3	18.8
nor2	3	13.8
o22a	7	61.3
routing by layer:
layer	GRT usage [%]	vias to the layer above
li1	-	6397
met1	9.29	6640
met2	12.0	499
met3	4.32	122
met4	2.54	18
met5	0	-
logic make-up (layout without fill, tap and decap cells):
group / Yosys count / after routing / share of synthesized area (%)
other: 2 / 8 / 0.0365
xor gates and xnor gates: 1 / 1 / 0.0426
muxes: 2 / 2 / 0.183
AOI/OAI and AO/OA: 112 / 112 / 4.68
buffers and inverters: 84 / 760 / 2.16
and+or+nand+nor: 743 / 743 / 13.7
DFF: 601 / 601 / 79.2
where the power goes:
part / switching (W) / internal [W] / total (W)
combinational: 0.0000412 / 0.0000501 / 0.0000913
sequential: 0.00000999 / 0.00141 / 0.00142
clock: 0.000573 / 0.000778 / 0.00135
total: 0.000625 / 0.00224 / 0.00286
layout make-up:
| class | count | area, sq um | share of cell area [%] |
|---|---|---|---|
| inverter | 3 | 13.8 | 0.0441 |
| timing repair buffer | 628 | 6270 | 20.1 |
| multi-input combinational | 861 | 3840 | 12.3 |
| clock buffer | 102 | 2010 | 6.44 |
| clock inverter | 27 | 274 | 0.877 |
| sequential | 601 | 16300 | 52.1 |
| tap | 2016 | 2520 | 8.07 |
| antenna | 5 | 12.5 | 0.0400 |
worst max-delay path, cell delays in order:
cell                       delay (ps)
sky130_fd_sc_hd__clkbuf_8         310
sky130_fd_sc_hd__mux2i_4          220
sky130_fd_sc_hd__buf_4            580
sky130_fd_sc_hd__buf_4            690
sky130_fd_sc_hd__buf_4            630
sky130_fd_sc_hd__buf_4            650
sky130_fd_sc_hd__nand2_1          140
sky130_fd_sc_hd__nand2_1           80
how the worst min path moves through the flow:
stage / slack [ps] / to / depth (start not counted)
4_1_cts: 430 / rc_gearbox_inst.rc_descriptor[4] / 2
6_report: 430 / rc_gearbox_inst.rc_payload[62] / 2
5_1_grt: 460 / rc_gearbox_inst.rc_descriptor[67] / 2
Power figures rest on the tool's default switching activity, not on a simulated workload.
